### run.sh
#!/bin/bash
# OpenROAD 26Q1-2900-gdf79404cd8, Yosys 0.63+post, stock flow scripts
make -C /OpenROAD-flow-scripts/flow DESIGN_CONFIG=/design/flow/config.mk WORK_HOME=/design/flow/orfs finish
### config.mk
export PLATFORM = sky130hd
export DESIGN_NAME = bindec
export DESIGN_NICKNAME = bindec
export VERILOG_FILES = /design/flow/design.v
export SDC_FILE = /design/flow/constraint.sdc
export NUM_CORES = 4
export LEC_CHECK = 1
export CORE_AREA = 10 10 70 70
export DIE_AREA = 0 0 80 80
### constraint.sdc
current_design bindec

set clk_period 1.3
set clk_io_pct 0.2

create_clock -name clk0 -period $clk_period

set non_clock_inputs [all_inputs -no_clocks]
set_input_delay [expr $clk_period * $clk_io_pct] -clock clk0 $non_clock_inputs
set_output_delay [expr $clk_period * $clk_io_pct] -clock clk0 [all_outputs]
### design.v
module bindec (SW, LEDR, HEX1, HEX0);
	input [7:0] SW;
	output [7:0] LEDR;
	output [0:6] HEX1, HEX0;
	assign LEDR = SW;
	bcd7seg digit1 (SW[7:4], HEX1);
	bcd7seg digit0 (SW[3:0], HEX0);
endmodule
module bcd7seg (B, H);
	input [3:0] B;
	output [0:6] H;
	wire [0:6] H;
	assign H[0] = ~(B[0] | B[2] | B[1]&B[3] | ~B[1]&~B[3]);    
	assign H[1] = ~(~B[1] | ~B[2]&~B[3] | B[2]&B[3]);
	assign H[2] = ~(B[1] | ~B[2] | B[3]); 
	assign H[3] = ~(B[0] | ~B[1]&~B[3] | ~B[1]&B[2] | B[2]&~B[3] | B[1]&~B[2]&B[3]);
	assign H[4] = ~(~B[1]&~B[3] | B[2]&~B[3]);
	assign H[5] = ~(B[0] | ~B[2]&~B[3] | B[1]&~B[2] | B[1]&~B[3]);
	assign H[6] = ~(B[0] | B[1]&~B[2] | ~B[1]&B[2] | B[2]&~B[3]);
endmodule 
==> impl_results.html <==
<h3>Flow metrics</h3>
<table>
<tr><th>Metric</th><th>Value</th></tr>
<tr><th colspan="2">Drt</th></tr>
<tr><td>Total detailed-routing wirelength</td><td>1190 µm</td></tr>
<tr><td>Total number of vias</td><td>400</td></tr>
<tr><td>TritonRoute pass-1 iters</td><td>4</td></tr>
<tr><td>Number of DRC violations after detailed-routing iteration 0</td><td>31</td></tr>
<tr><td>Via density per instance</td><td>3.23</td></tr>
<tr><td>Average detailed-routed wire length per instance</td><td>9.60 µm</td></tr>
<tr><td>Number of remaining DRC errors</td><td>0</td></tr>
<tr><td>Number of diodes</td><td>0</td></tr>
<tr><td>Post-route ant nets</td><td>0</td></tr>
<tr><th colspan="2">Final timing</th></tr>
<tr><td>Final Max Slew Viols</td><td>0</td></tr>
<tr><td>Actual transition at the worst max-transition pin</td><td>176 ps</td></tr>
<tr><td>Relative slew slack</td><td>88.2%</td></tr>
<tr><td>Hold violation count in the final report</td><td>0</td></tr>
<tr><td>Final period util</td><td>97.4%</td></tr>
<tr><td>Fmax</td><td>0.790 GHz</td></tr>
<tr><td>Setup repair after global routing missed its margin</td><td>no</td></tr>
<tr><td>Final-report setup violation count</td><td>0</td></tr>
<tr><td>Fin crit period</td><td>1270 ps</td></tr>
<tr><th colspan="2">Synthesis</th></tr>
<tr><td>Cell total in the yosys stat output</td><td>43</td></tr>
<tr><td>Yosys warning tally</td><td>0</td></tr>
<tr><td>Area share of the largest cell type after synthesis</td><td>21.5%</td></tr>
<tr><td>Cell type with the largest total area</td><td>sky130_fd_sc_hd__buf_4</td></tr>
<tr><td>Largest cells by area</td><td>sky130_fd_sc_hd__buf_4 (22%), sky130_fd_sc_hd__nand2b_1 (6.7%), sky130_fd_sc_hd__xnor2_1 (6.3%), sky130_fd_sc_hd__xor2_1 (6.3%), sky130_fd_sc_hd__a21oi_1 (5.4%)</td></tr>
<tr><td>Unique masters post-synth</td><td>21</td></tr>
<tr><td>Post-Syn Area</td><td>279 µm²</td></tr>
<tr><td>Chip area in the Yosys report</td><td>279 µm²</td></tr>
<tr><td>Sequential fraction of the synthesis area</td><td>0%</td></tr>
<tr><td>Average footprint of a synthesized cell</td><td>6.49 µm²</td></tr>
<tr><td>Number of instances in the synthesized netlist</td><td>43</td></tr>
<tr><td>Most frequent cell after synthesis</td><td>sky130_fd_sc_hd__buf_4</td></tr>
<tr><th colspan="2">Final layout</th></tr>
<tr><td>Area delta synth-&gt;final</td><td>137%</td></tr>
<tr><td>CLK BUF</td><td>0</td></tr>
<tr><td>Layout sequential cell count</td><td>0</td></tr>
<tr><td>FF+latch area</td><td>0 µm²</td></tr>
<tr><td>Share of cells above drive strength 1</td><td>48.7%</td></tr>
<tr><td>Design area</td><td>661 µm²</td></tr>
<tr><td>Final Instance Count excl. Fillers</td><td>124</td></tr>
<tr><th colspan="2">Worst setup path</th></tr>
<tr><td>Crit end category</td><td>output pin</td></tr>
<tr><td>CP Cell Sequence</td><td>buf_4 &gt; buf_6 &gt; xor2_2 &gt; buf_4 &gt; o21ai_1 &gt; buf_2</td></tr>
<tr><td>Largest fanout of any net on the critical path</td><td>3</td></tr>
<tr><td>Biggest cell delay along the critical path</td><td>140 ps</td></tr>
<tr><td>Family with the most delay on the worst path</td><td>buffers and inverters</td></tr>
<tr><td>Setup Crit Path Kind</td><td>in -&gt; out</td></tr>
<tr><td>Highest-delay cell along the critical path</td><td>sky130_fd_sc_hd__xor2_2</td></tr>
<tr><td>Launching element type of the critical path</td><td>primary input</td></tr>
<tr><td>Most prevalent standard cell on the critical path</td><td>sky130_fd_sc_hd__buf_4</td></tr>
<tr><td>Data required time at the worst endpoint</td><td>1040 ps</td></tr>
<tr><td>Arrival time of data at the critical path endpoint</td><td>1010 ps</td></tr>
<tr><td>Count of buffering cells on the critical path with inverters included</td><td>4</td></tr>
<tr><th colspan="2">Floorplanning</th></tr>
<tr><td>Cell row count</td><td>21</td></tr>
<tr><td>Chip footprint</td><td>0.00640 mm²</td></tr>
<tr><td>Core Footprint</td><td>0.00342 mm²</td></tr>
<tr><td>Vert. Die Dim</td><td>80 µm</td></tr>
<tr><td>Boundary pin count</td><td>30</td></tr>
<tr><td>Initial cell density of the core</td><td>8.17%</td></tr>
<tr><td>Die Width</td><td>80 µm</td></tr>
<tr><th colspan="2">Hold path</th></tr>
<tr><td>Class of the worst hold path</td><td>in -&gt; out</td></tr>
<tr><th colspan="2">Placement</th></tr>
<tr><td>Dpl cell area</td><td>616 µm²</td></tr>
<tr><td>Port buffer count</td><td>30</td></tr>
<tr><td>Routability-driven placement congestion ratio</td><td>0.680</td></tr>
<tr><td>Cell count after placement</td><td>116</td></tr>
<tr><td>Dpl hpwl</td><td>973 µm</td></tr>
<tr><th colspan="2">Power</th></tr>
<tr><td>Power density of the placed cells</td><td>287 mW/mm²</td></tr>
<tr><td>Peak supply drop</td><td>80.3 µV</td></tr>
<tr><td>P_leak</td><td>0.000319 µW</td></tr>
<tr><th colspan="2">Global route</th></tr>
<tr><td>Wire length of the first global-routing pass</td><td>1910 µm</td></tr>
<tr><td>Largest net degree at the start of global routing</td><td>8</td></tr>
<tr><td>Total routing resource utilization after global routing</td><td>3.39%</td></tr>
<tr><td>Aggregate global routing overflow</td><td>0</td></tr>
<tr><td>Number of global-route vias before repair</td><td>427</td></tr>
<tr><td>Initial antenna violation count</td><td>0</td></tr>
<tr><th colspan="2">Outcome</th></tr>
<tr><td>Outcome</td><td>complete, no violations</td></tr>
<tr><th colspan="2">Run</th></tr>
<tr><td>OpenROAD warning count</td><td>33</td></tr>
<tr><td>Max-capacitance violation count</td><td>0</td></tr>
<tr><th colspan="2">Clocking</th></tr>
<tr><td>Hold_buf cts</td><td>0</td></tr>
</table>
==> report_power, final <==
group	internal [µW]	leakage (µW)	total (µW)	switching, µW
Combinational	125	0.000319	190	64.9
Sequential	0	0	0	0
Clock	0	0	0	0
Total	125	0.000319	190	64.9
==> stage by stage <==
stage                     utilization, %  total power (µW)  hold WS [ps]  setup slack (ps)  setup TNS (ps)
final                               19.3               190           758              34.1               0
after global routing                19.3               209           776              7.24               0
after CTS                           19.7               194           754             -22.8           -22.8
after detailed placement            18.0               182          1420              -780          -11770
after global placement              18.0               181          1430              -760          -11560
after floorplan                        -              64.5           530               341               0
==> final cells by class <==
type	count	area [µm²]
fill	395	2760
timing repair buffer	46	384
tap	46	57.6
inverter	1	3.75
multi-input combinational	31	215
==> logic make-up after synthesis <==
kind of cell	count (synthesis)	synth area share [%]
compound gates	8	18.4
simple gates	19	38.6
buf+inv	12	30.5
xor+xnor	4	12.6
==> tightest hold or removal path: cells and delay by family <==
kind	cells	cell delay (ps)
AND/OR/NAND/NOR	1	50
buffers and inverters	2	190
==> routing by layer <==
metal,up-vias,share of wire [%],global-route usage [%]
met5,-,0,0
met2,12,49,6.18
met1,184,40,3.69
li1,204,-,-
met3,0,11,1.59
met4,0,0,0
==> final timing paths <==
check,from,end,cells past startpoint
max,SW[7],HEX1[3],6
min,SW[2],HEX0[0],3
==> timing repair <==
action / CTS / global route
endpoints found under the hold margin: 0 / 0
pin swaps: 9 / 5
gates resized: 74 / 7
buffers inserted: 10 / 0
setup endpoints to repair: 22 / 7
==> cell usage in the layout, fill, tap and decap left out <==
| cell type | count |
|---|---|
| sky130_fd_sc_hd__a21oi_1 | 3 |
| sky130_fd_sc_hd__nand2b_1 | 2 |
| sky130_fd_sc_hd__nor2_1 | 3 |
| sky130_fd_sc_hd__xor2_1 | 1 |
| sky130_fd_sc_hd__nand2b_4 | 2 |
| sky130_fd_sc_hd__buf_2 | 6 |
| sky130_fd_sc_hd__dlygate4sd2_1 | 7 |
| sky130_fd_sc_hd__clkdlybuf4s50_1 | 7 |
| sky130_fd_sc_hd__o21bai_1 | 1 |
| sky130_fd_sc_hd__nor3_2 | 1 |
| sky130_fd_sc_hd__a21o_1 | 1 |
| sky130_fd_sc_hd__and2_4 | 1 |
| sky130_fd_sc_hd__xor2_2 | 1 |
| sky130_fd_sc_hd__buf_4 | 15 |
| sky130_fd_sc_hd__and2_1 | 1 |
| sky130_fd_sc_hd__a21oi_2 | 1 |
| sky130_fd_sc_hd__xnor2_1 | 2 |
| sky130_fd_sc_hd__nand2_1 | 2 |
| sky130_fd_sc_hd__nand3_1 | 3 |
| sky130_fd_sc_hd__o21ai_1 | 1 |
| sky130_fd_sc_hd__or2_1 | 2 |
| sky130_fd_sc_hd__a211oi_1 | 1 |
| sky130_fd_sc_hd__clkbuf_2 | 2 |
| sky130_fd_sc_hd__inv_2 | 1 |
| sky130_fd_sc_hd__nor3_1 | 2 |
| sky130_fd_sc_hd__clkdlybuf4s15_2 | 1 |
| sky130_fd_sc_hd__buf_6 | 7 |
| sky130_fd_sc_hd__clkdlybuf4s15_1 | 1 |
Power figures rest on the tool's default switching activity, not on a simulated workload.
