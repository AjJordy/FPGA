===== /design/flow/design.v =====
module RAM (
	input [7:0] data,
	input [5:0] addr,
	input we, clk,
	output [5:0] q
);
	reg [7:0] ram[63:0];
	reg [5:0] addr_reg;
	always @ (posedge clk)
	begin
		if (we)   
			ram[addr] <= data;
		addr_reg <= addr;
	end
	assign q = ram[addr_reg];
endmodule

===== /design/flow/run.sh =====
#!/bin/bash
# OpenROAD 26Q1-2900-gdf79404cd8, Yosys 0.63+post, stock flow scripts
make -C /OpenROAD-flow-scripts/flow DESIGN_CONFIG=/design/flow/config.mk WORK_HOME=/design/flow/orfs finish

===== /design/flow/config.mk =====
export PLATFORM = sky130hd
export DESIGN_NAME = RAM
export DESIGN_NICKNAME = RAM
export VERILOG_FILES = /design/flow/design.v
export SDC_FILE = /design/flow/constraint.sdc
export NUM_CORES = 4
export LEC_CHECK = 1
export CORE_UTILIZATION = 30

===== /design/flow/constraint.sdc =====
current_design RAM

set clk_period 13.5
set clk_io_pct 0.2

create_clock -name clk0 -period $clk_period [get_ports {clk}]

set non_clock_inputs [all_inputs -no_clocks]
set_input_delay [expr $clk_period * $clk_io_pct] -clock clk0 $non_clock_inputs
set_output_delay [expr $clk_period * $clk_io_pct] -clock clk0 [all_outputs]

==> reports/qor.yml <==
logic_synthesis:
  postSynthCellCount: 727
  topCellsByArea: "sky130_fd_sc_hd__edfxtp_1 (76%), sky130_fd_sc_hd__mux4_2 (14%), sky130_fd_sc_hd__nor2_1 (1.9%)"
  ys_area_um2: 15200
  synth-cells-yosys: 727
  mappedNetlistArea_um2: 15200
  synth-warning-count: 1
  synth.distinct_cells: 36
  edf_count: 384
  syn_area_per_cell_um2: 21.0
  synth_flop_count: 390
  yosysTopAreaCellShare: 0.757
  largest_area_cell: "sky130_fd_sc_hd__edfxtp_1"
  synth.yosys.seq_area_share: 0.765
  asyncSetResetFlopFracSynth: 0
  flop_cell: "sky130_fd_sc_hd__edfxtp_1"
floorplan:
  die_h_um: 227
  row_count: 82
  coreArea_um2: 50200
  chip_area_um2: 51700
  core_util_floorplan: 0.304
  chip_width_um: 227
  boundaryPins: 22
grt:
  first_global_vias: 7833
  global_route_wire_length_before_repair_um: 47900
  globalRoute.totalOverflow: 0
  antenna_found_initial: 1
  pin_count_of_the_biggest_net_entering_global_routing: 77
  grt.total_usage: 0.135
power_and_ir_drop:
  ir_drop_mv: 0.0799
  power.combinational.fraction: 0.046
  p_switching_mw: 0.500
  power.switching_fraction: 0.202
  leakage_nw: 5.19
  internal_power_mw: 1.98
  power.share.sequential: 0.545
  clock_power_share: 0.409
  cellPowerDensity_nw_per_um2: 143
cells_and_area:
  area.growth.synth_to_final_pct: 13.7
  finalNonFillerCells: 1462
  layout_top_registers: "ram: 384 flops"
  final_util: 0.345
  largest-register: "ram"
  layout-drive-gt1-share: 0.234
  number_of_flip_flops_in_the_largest_register: 384
drt:
  top_layer: "met5"
  detail_route.wirelength.met1_um: 11900
  remaining_design_rule_violation_count: 0
  finalWirelength_um: 31200
  met3_length_um: 3640
  vias_per_cell: 4.81
  wl_met2_um: 15000
  firstDrtPassIters: 4
  via_count: 7025
  post_drt_wl_per_cell_um: 21.3
  drt_iter0_drc: 487
  route.antenna.remaining_nets: 0
  antenna_cells_inserted: 0
clock_tree:
  cts_hold_buffers: 0
  cts-htree-levels: 2
  cts_setup_buffers: 0
  cts_buffers: 40
  ctsLongestPathBuffers: 3
  post_cts_resize_count: 0
  clock_sinks: 390
  path_clk_slew_ns: 0.06
  tritoncts: "built"
  cts-root-buf: "sky130_fd_sc_hd__clkbuf_16"
setup_path:
  cpLargestDelayFamily: "multiplexers"
  path_buffers: 2
  crit_type: "reg -> out"
  crit_top_cell: "sky130_fd_sc_hd__mux4_2"
  cell_chain_of_the_critical_path: "buf_12 -> mux4_2 -> mux4_2 -> a211oi_1 -> a31oi_1 -> clkdlybuf4s50_1"
  path_depth: 6
  startpoint_type: "flop"
  critical_path_arrival_ns: 4.04
  endpoint_kind: "output port"
  top_fanout_value_on_the_critical_path: 76
  critPathMaxStageDelay_ns: 0.77
  critical_path.slowest_cell: "sky130_fd_sc_hd__dfxtp_4"
  worst_ep_required_time_ns: 10.80
job:
  max_cap_viol_count: 0
  openroad.warnings: 27
final_timing:
  max_freq_mhz: 148
  setup_viol: 0
  finalClockPeriodUsage: 0.499
  timing.slew.headroom: 0.478
  tightestPinTransition_ns: 0.780
  unrepaired_setup_endpoints_after_global_routing: "no"
  report.final.slew_viol_count: 0
  fin_setup_tns_ns: 0
  final.min_clock_period_ns: 6.74
  hold_violations: 0
run_status:
  run_status: "finished, final reports clean"
placed_design:
  placedCellCount: 1391
  buffer_ports.inserted: 19
  routabilityCongestion: 0.804
  place.detailed.hpwl_um: 18500
min_path:
  min-delay-path-class: "in -> reg"
  worstHoldPathCells: 2
[stage by stage]
step	area, µm²	hold WS (ns)	power [mW]	setup WS (ns)
after floorplan	15200	2.73	1.44	8.85
after global placement	16100	3.36	1.49	7.27
after detailed placement	16100	3.38	1.49	7.28
after CTS	17300	2.84	2.50	6.72
after global routing	17300	2.87	2.56	6.51
final	17300	2.83	2.48	6.76
[layout make-up]
class | count | area [µm²]
multi-input combinational | 297 | 3350
fill | 4592 | 32800
clock buffer | 47 | 1050
timing repair buffer | 32 | 270
tap | 672 | 841
sequential | 390 | 11700
clock inverter | 24 | 151
[cell usage in the layout, fill, tap and decap left out, drive strengths merged, types with 2 or more instances in the layout]
master / instances
a31oi: 3
o211ai: 4
mux2: 14
clkinv: 22
o21ai: 3
mux2i: 7
clkdlybuf4s50: 13
buf: 19
nand3: 6
o22ai: 5
dfxtp: 6
clkbuf: 47
mux4: 98
o221ai: 8
nand4: 2
a21oi: 2
edfxtp: 384
a211oi: 11
nor2: 79
nand2: 14
or3: 2
bufinv: 2
nor2b: 17
nor3: 3
nor4: 3
nand3b: 2
nand2b: 7
[metal layers]
metal | GRT usage | up-vias
li1 | - | 3089
met2 | 0.209 | 303
met1 | 0.175 | 3585
met4 | 0.0236 | 2
met5 | 0 | -
met3 | 0.0743 | 46
[worst paths after layout]
path    endpoint    start
min   ram[52][3]  data[3]
max         q[2]     flop
[cells in the mapped netlist (8+ instances only)]
cell type / instances
sky130_fd_sc_hd__clkbuf_1: 20
sky130_fd_sc_hd__nor2_1: 79
sky130_fd_sc_hd__a211oi_1: 11
sky130_fd_sc_hd__edfxtp_1: 384
sky130_fd_sc_hd__nor2b_1: 17
sky130_fd_sc_hd__mux4_2: 98
sky130_fd_sc_hd__mux2_2: 14
sky130_fd_sc_hd__o221ai_1: 8
sky130_fd_sc_hd__nand2_1: 14
[cells by family after synthesis]
logic type             after synthesis  synth area share
DFF                                390             0.765
and+or+nand+nor                    137            0.0406
muxes                              119             0.160
AOI/OAI and AO/OA                   41            0.0197
buffers and inverters               40            0.0153
[power groups by stage]
| stage | sequential (mW) | combinational [mW] | clock (mW) |
|---|---|---|---|
| 6_report | 1.35 | 0.113 | 1.01 |
| 5_1_grt | 1.35 | 0.124 | 1.09 |
| 4_1_cts | 1.35 | 0.116 | 1.03 |
No activity file was given, so power comes from the tool's default toggle rates.
