**flow/design.v**
```verilog
module add(a,b,out);
	input[7:0] a,b;
	output[7:0] out;
	assign out = a+b;
endmodule
```
**flow/run.sh**
```bash
#!/bin/bash
# OpenROAD 26Q1-2900-gdf79404cd8, Yosys 0.63+post, stock flow scripts
make -C /OpenROAD-flow-scripts/flow DESIGN_CONFIG=/design/flow/config.mk WORK_HOME=/design/flow/orfs finish
```
**flow/config.mk**
```make
export PLATFORM = sky130hd
export DESIGN_NAME = add
export DESIGN_NICKNAME = add
export VERILOG_FILES = /design/flow/design.v
export SDC_FILE = /design/flow/constraint.sdc
export NUM_CORES = 4
export LEC_CHECK = 1
export CORE_AREA = 10 10 70 70
export DIE_AREA = 0 0 80 80
```
**flow/constraint.sdc**
```tcl
current_design add

set clk_period 5.8
set clk_io_pct 0.2

create_clock -name clk0 -period $clk_period

set non_clock_inputs [all_inputs -no_clocks]
set_input_delay [expr $clk_period * $clk_io_pct] -clock clk0 $non_clock_inputs
set_output_delay [expr $clk_period * $clk_io_pct] -clock clk0 [all_outputs]
```
==> job_summary.md <==
## PnR job results

| Metric | Value |
|---|---|
| Hold WC Path Type | `input pin to output pin` |
| Critical Path Max Stage Delay | `0.52 ns` |
| I/O pin cnt | `24` |
| Yosys stat area | `332 um^2` |
| Area Overhead vs Synth | `89.8%` |
| Crit. End Element | `output pin` |
| Grt ovf | `0` |
| Worst EP arrival | `3.21 ns` |
| # resized after CTS | `0` |
| Sequential share of the synthesized area | `0` |
| CP max stage cell | `clkdlybuf4s50_1` |
| Worst-path cell chain | `clkdlybuf4s50_1 > ha_1 > inv_1 > fa_1 > nor2b_4 > o31a_1 > o311ai_1 > clkdlybuf4s50_1` |
| Pleak | `0.242 nW` |
| Yosys stat cell total | `between 40 and 50` |
| Yosys cell types | `23` |
| Mean Syn Cell Area | `7.89 um^2` |
| Tool warnings | `32` |
| Most common cell on crit path | `clkdlybuf4s50_1` |
| PortBufs | `24` |
| Antenna Cells | `0` |
| Hold Vio Cnt, Final | `0` |
| Crit path DRT | `between 4 and 5 ns` |
| Die height | `80 um` |
| CP bufs+invs | `3` |
| Final Setup Violations | `0` |
| VDD IR-drop max | `around 0.03 mV` |
| Vias in the first global route | `416` |
| Tightest Pin Transition | `0.403 ns` |
| Max-Slew Margin vs Limit | `0.730` |
| Initial drt markers | `7` |
| Synth warn | `0` |
| Vias post-DR | `402` |
| Final GP Congestion | `a little over 0.7` |
| Setup TNS | `0 ns` |
| GRT Util Overall | `0.0338` |
| Clock buf count | `0` |
| Top post-synthesis cells by count | `ha_1 (7), a21oi_1 (5), inv_1 (5), o211ai_1 (3)` |
| Unrepaired setup endpoints after global routing | `no` |
| First-pass GRT wire length | `1810 um` |
| Die width | `80 um` |
| Critical path class | `input pin to output pin` |
| Top-count cell post-synth | `ha_1` |
| Fin. max-slew vios | `0` |
| Core Region | `3420 um^2` |
| Min Clock Period, post-route | `about 4.4 ns` |
| Post-place instance area | `629 um^2` |
| Worst-path maximum fanout | `3` |
| FP Util | `0.0971` |
| Mapped Area | `approximately 330 um^2` |
| DRC violations left | `0` |
| Status | `finished, final reports clean` |
| Leading area contributor after synthesis | `ha_1` |
| Routed WL per cell | `9.94 um` |
| Max-cap violations | `0` |
| Fin crit share | `0.753` |
| Fmax | `0.229 GHz` |
| Mapped Cells | `about 42` |
| Initial antenna violation count | `0` |
| Flop area | `0 um^2` |
| Pin count of the biggest net entering global routing | `7` |
| Drt first pass iters | `5` |
| Post-Layout Inst Area | `629 um^2` |
| Power Density | `98.2 nW/um^2` |
| Vias per inst | `3.59` |
| Delay-heaviest family, CP | `buffers and inverters` |
| Num rows | `21` |
| Top-area cell share | `0.264` |
| # hold bufs at CTS | `0` |
| Critical path launch point type | `input pin` |
| Die outline area | `6400 um^2` |
| Setup bufs post-CTS | `0` |
| Fraction of layout cells with a size suffix above 1 | `0.0152` |
| Post-Route WL | `1110 um` |
| Flops | `0` |
| HPWL after DPL | `1030 um` |
| Top cells by area | `ha_1 (26%), a21oi_1 (7.5%), o211ai_1 (6.8%), fa_1 (6.0%), inv_1 (5.7%)` |
| Remaining antenna violation count | `0` |
==> per-stage QoR <==
step / power [mW] / utilization / hold WS (ns) / std cells / setup WS (ns)
global placement: 0.0628 / 0.184 / 3.37 / 112 / 1.43
global route: 0.0696 / 0.184 / 3.40 / 112 / 1.29
floorplan: 0.0263 / - / 2.39 / 42 / 2.50
CTS: 0.0634 / 0.184 / 3.36 / 112 / 1.41
detailed placement: 0.0628 / 0.184 / 3.36 / 112 / 1.41
finish: 0.0618 / 0.184 / 3.35 / 112 / 1.43
==> kinds of logic (layout without fill, tap and decap cells) <==
| logic type | Yosys count | count (layout) | share of synthesized area |
|---|---|---|---|
| simple gates | 7 | 7 | 0.140 |
| xor+xnor | 4 | 4 | 0.106 |
| compound gates | 18 | 18 | 0.374 |
| fa+ha+maj | 8 | 8 | 0.325 |
| buf+inv | 5 | 29 | 0.0566 |
==> final timing paths <==
| kind | from | to | slack, ns | cells past startpoint |
|---|---|---|---|---|
| worst min-delay path | b[0] | out[0] | 3.35 | 3 |
| worst max-delay path | a[0] | out[6] | 1.43 | 8 |
==> power breakdown <==
part / leakage [nW] / total, mW / internal [mW] / switching (mW)
Combinational: 0.242 / 0.0618 / 0.0402 / 0.0216
Clock: 0 / 0 / 0 / 0
Sequential: 0 / 0 / 0 / 0
Total: 0.242 / 0.0618 / 0.0402 / 0.0216
==> worst min-delay path, stage by stage <==
cell and delay (ns):
clkdlybuf4s50_1 0.45, ha_1 0.12, clkdlybuf4s50_1 0.46
==> metal layers <==
metal / GRT usage / up-vias / routed length, um
met4: 0 / 0 / 0
met2: 0.0514 / 18 / 428
met5: 0 / - / 0
li1: - / 211 / -
met3: 0.0216 / 0 / 209
met1: 0.0417 / 173 / 475
==> cell usage in the layout (no fill, tap or decap), types with 2 or more instances in the layout <==
cell type and count:
o21ai_0 2, inv_1 5, xnor2_1 2, a21oi_1 5, xor2_1 2, ha_1 7, o211ai_1 3, clkdlybuf4s50_1 24
==> final cells by class <==
cell class                 count  area, um^2
fill                         402        2790
timing repair buffer          24         240
tap                           46        57.6
multi-input combinational     37         313
inverter                       5        18.8
Power figures rest on the tool's default switching activity, not on a simulated workload.
